## flow/design.v

```verilog
module reg_file (
    input             clk,
    input             rst,
    input             we,    
    input      [ 4:0] ra1,   
    input      [ 4:0] ra2,   
    input      [ 4:0] wa,    
    output reg [31:0] rd1,   
    output reg [31:0] rd2,   
    input      [31:0] wd     
);
    reg     [31:0] r [31:0];   
    always @(*) begin
        rd1 <= r[ra1];
        rd2 <= r[ra2];
    end
    integer        i;
    always @(posedge clk or posedge rst) begin
        if (rst) begin
            for (i = 0; i < 32; i = i + 1) r[i] <= 32'd0;
        end else begin
            if (we) begin
                r[wa] <= wd;
            end
        end
    end
endmodule
```

## flow/run.sh

```bash
#!/bin/bash
# OpenROAD 26Q1-2900-gdf79404cd8, Yosys 0.63+post, stock flow scripts
make -C /OpenROAD-flow-scripts/flow DESIGN_CONFIG=/design/flow/config.mk WORK_HOME=/design/flow/orfs finish
```

## flow/config.mk

```make
export PLATFORM = sky130hd
export DESIGN_NAME = reg_file
export DESIGN_NICKNAME = reg_file
export VERILOG_FILES = /design/flow/design.v
export SDC_FILE = /design/flow/constraint.sdc
export NUM_CORES = 4
export LEC_CHECK = 1
export CORE_UTILIZATION = 50
```

## flow/constraint.sdc

```tcl
current_design reg_file

set clk_period 12.8
set clk_io_pct 0.2

create_clock -name clk0 -period $clk_period [get_ports {clk}]

set non_clock_inputs [all_inputs -no_clocks]
set_input_delay [expr $clk_period * $clk_io_pct] -clock clk0 $non_clock_inputs
set_output_delay [expr $clk_period * $clk_io_pct] -clock clk0 [all_outputs]
```

==> notes.org <==
* Implementation run

** Drt
- Final wirelength :: 266.4 mm
- Antenna Violating Nets Remaining :: 0
- Number of vias in the routed layout :: 45759
- Routed wire length per instance :: 45.11 µm
- Once iteration 0 of detailed routing completed, the report listed 6388 DRC markers.
- DRC violation count after routing :: 0
- According to the report, the first pass of detailed routing completed in 14 iterations.
- Vias per cell :: 7.748

** Power
- The highest supply drop recorded on VDD is 0.1298 mV.
- For this design the static power due to leakage is 25.53 nW.
- Clock Power Share :: 36.9%
- The script extracted a net switching power of 0.002675 W.
- Cell internal power was estimated by the tool at 0.006592 W.
- In this run switching power makes up 28.86% of total power.
- Part of the total power dissipated in sequential elements :: 48.7%
- Power per unit of standard cell area :: 157.8 nW/µm²
- Power comes to 0.009267 W.
- Power share of the combinational group :: 14.4%

** Clock tree
- TritonCTS clock tree :: yes
- Setup bufs post-CTS :: 0
- Root buffer cell :: sky130_fd_sc_hd__clkbuf_16
- Clock buffers created by TritonCTS :: 110
- Clock input transition at the sequential cells of the worst setup and hold paths :: 60 ps
- TritonCTS reports the number of clock sinks as 1024.
- Per the CTS log, the buffer count on the longest clock path is 3.
- Clock insertion delay at the later pin of the skew report :: 710 ps
- The clock tree synthesis step divided the H-tree into 3 levels.
- The number of hold buffers added after CTS was 0.
- Post-cts sizing count :: 0

** Global routing
- Entering global routing, the biggest net connects 59 pins.
- Congestion Overflow GR :: 0
- Number of antenna violations at the first check in global routing :: 18
- The first global-routing pass estimated 363.8 mm of wire.
- Global routing used 54.24% of the available tracks across all layers.
- The number of global-route vias before repair was 44504.

** STA
- Final max-slew violation count :: 0
- In the final report, the number of endpoints failing setup comes to 0.
- After layout, the worst path uses 78.49% of the clock period.
- The worst path in the final design needs a cycle of 10050 ps, including I/O delays and setup.
- In this run the tightest slew margin relative to its limit is 13.17%.
- Setup repair after global routing left no endpoint under its margin.
- Per the final timing report, the hold violations number 0.
- In the final run the clock tree shows a worst skew of 0 ps.
- Based on the critical path, the design can be clocked at up to 99.53 MHz.
- For the pin with the worst max-slew slack, the measured transition is 1289 ps.

** Worst setup path
- Max stage delay cell, worst path :: sky130_fd_sc_hd__nor2_4
- STA shows the worst reg2reg path with a cell count of 1.
- Sort of element at the start of the critical path :: primary input
- The critical path is of the primary input to primary output type.
- Worst Path Required :: 10240 ps
- Largest stage delay on the critical path :: 860 ps
- The OpenROAD report gives the critical path a data arrival time of 7490 ps.
- Worst path most repeated cell :: sky130_fd_sc_hd__buf_4
- Startpoint of the worst-slack reg-to-reg timing path :: r[20][20]$_DFFE_PP0P_
- For flop-to-flop paths, the worst setup slack is 11830 ps.
- Per the timing report, the biggest fanout along the worst path comes to 44.
- Worst path cell trace :: buf_4 > buf_4 > nand3b_1 > nor2_4 > buf_4 > a22oi_1 > nand4_1 > a2111oi_0 > a21oi_1 > clkdlybuf4s50_1
- The worst setup path is captured at a primary output.
- The capture point of the worst register-to-register path is recorded as r[20][20]$_DFFE_PP0P_.

** Synth
- By area the synthesized netlist is led by sky130_fd_sc_hd__dfrtp_1 (50%), sky130_fd_sc_hd__mux2_2 (23%), sky130_fd_sc_hd__a22oi_1 (11%), sky130_fd_sc_hd__clkbuf_1 (1.9%), sky130_fd_sc_hd__nand2_1 (1.8%).
- Of all flip-flops after synthesis, the portion carrying an async set or reset was 100.0%.
- The top cell type by area accounts for 49.91% of the synthesized area.
- The most used flip-flop cell after synthesis is sky130_fd_sc_hd__dfrtp_1.
- In the Yosys stats the netlist draws on 63 distinct library cells.
- Post-synth design cell area :: 51350 µm²
- Multiplexer share of the synthesized area :: 23.68%
- Number of instances in the synthesized netlist :: 4395
- In the Yosys report the total cell count is 4395.
- In this run, the synthesized area fraction spent on and/or/nand/nor cells is recorded as 7.313%.
- Part of the Yosys area used for sequential elements :: 49.91%
- During synthesis, Yosys emitted a total of 2 warnings.
- Aoi/oai-family share of the synthesized area :: 15.62%
- The stat command in Yosys gives a chip area of 51350 µm².
- Combinational family with the most area after synthesis :: multiplexers
- Per the synthesis report, the adder-cell share of the synthesized area is 0%.
- Counting flops with a built-in enable in the synthesized netlist gives 0.
- Library cell with the largest summed area after synthesis :: sky130_fd_sc_hd__dfrtp_1
- Synthesized flop and latch total :: 1024
- After synthesis, the mean cell area works out to 11.68 µm².
- Post-synthesis share of cell area spent on xor and xnor gates :: 0%

** Floorplanning
- The floorplan step set the die width to 322.5 µm.
- According to the I/O placement log, the pin count is 114.
- Placeable core region :: 101700 µm²
- Vert. Die Dim :: 322.5 µm
- The initialized floorplan defines 117 standard-cell rows.
- Fp_density :: 50.47%
- The die covers 104000 µm².

** Finish
- Non-filler cells, final :: 5906
- Counting flops per register, the top entry is r.
- The largest registers in the layout are r (1024).
- Dominant logic cell type in the layout :: sky130_fd_sc_hd__mux2_2
- Flip-flop count of the largest register, all copies and words added :: 1024
- From synthesis to final layout, the design area changed by 14.35%.
- Most common logic cells in the final layout :: sky130_fd_sc_hd__mux2_2 (1031), sky130_fd_sc_hd__dfrtp_1 (1024), sky130_fd_sc_hd__a22oi_1 (756)
- Layout cells sized above 1 :: 34.59%

** Status
- Outcome :: completed

** Placed design
- Including well taps, the total number of placed cells is 5684.
- Detailed placement HPWL :: 159.7 mm
- Total of buffers placed on input and output ports :: 113
- After its last routability iteration, the placer logged a weighted congestion of 1.099.

** Job
- The number of warnings reported in the stage logs is 27.
- Per the run summary, max-cap violations total 0.

** Worst hold path
- Worst hold start :: r[24][26]$_DFFE_PP0P_
- Hold depth :: 1
- In the hold report, the worst path ends at r[24][26]$_DFFE_PP0P_.
- HP Class :: register to register
[area by class of cell]
cell class | count | area (µm²)
Antenna cell | 22 | 55.05
Clock buffer | 158 | 3226
Clock inverter | 42 | 600.6
Fill cell | 8279 | 43030
Inverter | 7 | 30.03
Multi-Input combinational cell | 2934 | 24580
Sequential cell | 1024 | 25620
Tap cell | 1368 | 1712
Timing Repair Buffer | 351 | 2890
[power by group through the flow]
stage	clock network [W]	logic, W	registers [W]
5_1_grt	0.00355	0.00141	0.00456
4_1_cts	0.00343	0.00130	0.00447
6_report	0.00342	0.00134	0.00451
[synthesized netlist by cell type (7+ instances only)]
cell type / number
sky130_fd_sc_hd__a32oi_1: 24
sky130_fd_sc_hd__dfrtp_1: 1024
sky130_fd_sc_hd__nor2b_1: 19
sky130_fd_sc_hd__o32a_1: 15
sky130_fd_sc_hd__and3_1: 8
sky130_fd_sc_hd__clkbuf_1: 258
sky130_fd_sc_hd__or3_1: 9
sky130_fd_sc_hd__a221oi_1: 30
sky130_fd_sc_hd__a21oi_1: 84
sky130_fd_sc_hd__and2_1: 9
sky130_fd_sc_hd__nor2_1: 170
sky130_fd_sc_hd__mux2_2: 1031
sky130_fd_sc_hd__a22o_1: 43
sky130_fd_sc_hd__a222oi_1: 14
sky130_fd_sc_hd__and4_1: 9
sky130_fd_sc_hd__nor2_2: 7
sky130_fd_sc_hd__buf_1: 74
sky130_fd_sc_hd__nand2b_1: 15
sky130_fd_sc_hd__inv_1: 7
sky130_fd_sc_hd__a22oi_1: 756
sky130_fd_sc_hd__nand3b_1: 9
sky130_fd_sc_hd__nor4_1: 36
sky130_fd_sc_hd__nand2_1: 240
sky130_fd_sc_hd__a31oi_1: 24
sky130_fd_sc_hd__a2111oi_0: 8
sky130_fd_sc_hd__buf_2: 91
sky130_fd_sc_hd__mux2i_1: 47
sky130_fd_sc_hd__o21ai_0: 25
sky130_fd_sc_hd__nand3_1: 54
sky130_fd_sc_hd__nor3_1: 73
sky130_fd_sc_hd__nand4_1: 90
[worst max-delay path: cells and delay by family]
kind | cells | cell delay (ps)
compound gates | 3 | 680
simple gates | 3 | 1840
buf+inv | 4 | 2310
[worst max path at each step]
stage | cells after the start | start | endpoint | slack, ps
finish | 10 | ra2[1] | rd2[7] | 2750
global route | 10 | ra2[1] | rd2[24] | 2970
CTS | 10 | ra2[1] | rd2[7] | 3100
[cells by family after synthesis]
logic type             after synthesis
buffers and inverters              437
multiplexers                      1084
AND-OR/OR-AND                     1074
flip-flops                        1024
AND/OR/NAND/NOR                    776
[per-layer routing]
layer	up-vias	share of wire [%]	global-route usage (%)	routed length, µm
met2	4521	38	67.22	101000
met3	1668	19	40.04	50450
met5	-	0.32	6.204	847
li1	16942	-	-	-
met4	39	9.3	34.58	24640
met1	22589	34	66.29	89430
[through the flow]
| stage | utilization [%] | setup TNS (ps) | hold slack (ps) | area, µm² | worst slack [ps] |
|---|---|---|---|---|---|
| 2_1_floorplan | - | -3966910 | 487.4 | 51350 | -3874 |
| 3_3_place_gp | 53.89 | 0 | 502.5 | 54830 | 3078 |
| 3_5_place_dp | 53.89 | 0 | 510.1 | 54830 | 3112 |
| 4_1_cts | 57.65 | 0 | 523.0 | 58660 | 3098 |
| 5_1_grt | 57.66 | 0 | 543.8 | 58670 | 2966 |
| 6_report | 57.71 | 0 | 525.3 | 58710 | 2753 |
Power is estimated from default activity; no workload was simulated.
