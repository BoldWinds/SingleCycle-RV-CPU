--- ./design.v ---
`timescale 1ns / 1ps
module decoder (
    input [31:0] instruction,
    output wire [6:0] op,
    output reg [ 4:0] op_type,  
    output reg [ 4:0] rs1,
    output reg [ 4:0] rs2,
    output reg [ 4:0] rd,
    output reg [31:0] offset,
    output reg [31:0] immediate
);
    assign op = instruction[6:0];
    reg [31:0] op_ascii;
    always @(*) begin
        if(instruction != 32'b0)
        case (op)
            7'b011_0011: begin
                op_ascii = "add";
                op_type  = 9;
            end
            7'b001_0011: begin
                op_ascii = "addi";
                op_type  = 8;
            end
            7'b011_1011: begin
                op_ascii = "addw";
                op_type  = 1;
            end
            7'b110_0011: begin
                case (instruction[14:12])
                    3'b000: begin
                        op_ascii = "beq";
                        op_type  = 2;
                    end
                    3'b100: begin
                        op_ascii = "blt";
                        op_type  = 4;
                    end
                    3'b001: begin
                        op_ascii = "bne";
                        op_type  = 3;
                    end
                    default: begin
                        op_ascii = "err";
                        op_type  = 5'd31;
                    end
                endcase
            end
            7'b000_0011: begin
                op_ascii = "lw";
                op_type  = 5;
            end
            7'b010_0011: begin
                op_ascii = "sw";
                op_type  = 6;
            end
            7'b110_1111: begin
                op_ascii = "jal";
                op_type  = 7;
            end
            default: begin
                op_ascii = "err";
                op_type  = 5'd31;
            end
        endcase
        else begin
            op_ascii = "null";
            op_type = 0;
        end
    end
    always @(*) begin
        case (op_type)
            9: begin
                rs1       = instruction[19:15];
                rs2       = instruction[24:20];
                rd        = instruction[11:7];
                offset    = 'd0;
                immediate = 'd0;
            end
            8: begin
                rs1       = instruction[19:15];
                rs2       = 'd0;
                rd        = instruction[11:7];
                offset    = 'd0;
                immediate = {{20{instruction[31]}}, instruction[31:20]};   
            end
            1: begin
                rs1       = instruction[19:15];
                rs2       = instruction[24:20];
                rd        = instruction[11:7];
                offset    = 'd0;
                immediate = 'd0;
            end
            2, 3, 4: begin
                rs1       = instruction[19:15];
                rs2       = instruction[24:20];
                rd        = 'd0;
                offset    = {{19{instruction[31]}},instruction[31], instruction[7], instruction[30:25], instruction[11:8],1'b0};
                immediate = 'd0;
            end
            5: begin
                rs1       = instruction[19:15];
                rs2       = 'd0;
                rd        = instruction[11:7];
                offset    = instruction[31:20];
                immediate = 'd0;
            end
            6: begin
                rs1       = instruction[19:15];
                rs2       = instruction[24:20];
                rd        = 'd0;
                offset    = {instruction[31:25], instruction[11:7]};
                immediate = 'd0;
            end
            7: begin
                rs1       = 'd0;
                rs2       = 'd0;
                rd        = instruction[11:7];
                offset    = {{12{instruction[31]}}, instruction[31], instruction[19:12], instruction[20], instruction[30:21],1'b0};
                immediate = 'd0;
            end
            5'd31: begin
                rs1       = 'd0;
                rs2       = 'd0;
                rd        = 'd0;
                offset    = 'd0;
                immediate = 'd0;
            end
            default: begin
                rs1       = 'd0;
                rs2       = 'd0;
                rd        = 'd0;
                offset    = 'd0;
                immediate = 'd0;
            end
        endcase
    end
endmodule
--- ./run.sh ---
#!/bin/bash
# OpenROAD 26Q1-2900-gdf79404cd8, Yosys 0.63+post, stock flow scripts
make -C /OpenROAD-flow-scripts/flow DESIGN_CONFIG=/design/flow/config.mk WORK_HOME=/design/flow/orfs finish
--- ./constraint.sdc ---
current_design decoder

set clk_period 5.3
set clk_io_pct 0.2

create_clock -name clk0 -period $clk_period

set non_clock_inputs [all_inputs -no_clocks]
set_input_delay [expr $clk_period * $clk_io_pct] -clock clk0 $non_clock_inputs
set_output_delay [expr $clk_period * $clk_io_pct] -clock clk0 [all_outputs]
--- ./config.mk ---
export PLATFORM = sky130hd
export DESIGN_NAME = decoder
export DESIGN_NICKNAME = decoder
export VERILOG_FILES = /design/flow/design.v
export SDC_FILE = /design/flow/constraint.sdc
export NUM_CORES = 4
export LEC_CHECK = 1
export CORE_AREA = 10 10 83 83
export DIE_AREA = 0 0 93 93
==> changes_impl.md <==
### Physical design

- Status: finished, final reports clean
- DPL Wire Length: 4670 um
- Cells in synth_stat.txt: 163
- N_diodes: 0
- Fmax: 213 MHz
- Unique masters post-synth: 41
- Largest net degree at the start of global routing: 22
- Setup TNS Final: 0 ns
- Netlist Area Pre-Place: 1150 sq um
- Final critical-path share of the clock period: 88.7%
- Layout cells sized above 1: 7.79%
- Worst setup path start: instruction[2]
- Hold Path Cell Cnt: 3
- First-pass GRT wire length: 8570 um
- Die extent in y: 93 um
- CP required: 4.24 ns
- CP arrival: 3.64 ns
- Wire length per cell: 17.4 um
- Crit. End Element: primary output
- Hold WC Path Type: in -> out
- Initial antenna violation count: 0
- I/O pins: 123
- Worst-case vdd ir drop: 19.2 uV
- Die Span X: 93 um
- Met2 usage: 19.6%
- Max Slew Vio Count: 0
- Max cap viols: 0
- Fp_density: 22.4%
- Total power: 0.0000767 W
- Leak: 0.798 nW
- Setup-failing EPs final: 0
- GR peak layer: met2
- Crit Path Max Fanout: 21
- WS Path Type: in -> out
- Startpoint Class: input port
- Most frequent cells in the layout: 123 x clkdlybuf4s50_1, 29 x and2_1, 9 x nor2_1, 9 x a21o_1, 7 x nor4_1
- Synth warnings: 1
- Post-DRT Antenna Nets: 0
- Yosys stat area: 1150 sq um
- IO Port Bufs: 123
- Tool Warnings: 32
- Dominant logic cell type in the layout: clkdlybuf4s50_1
- Area Growth Syn to Fin: 87.8%
- Min Hold Slack: 3.10 ns
- FF/Latch Area: 0 sq um
- Hold Vio Cnt, Final: 0
- PD cells: 35.4 nW/um^2
- GPL Wtd Cong: 0.790
- CP dominant cell by count: clkdlybuf4s50_1
- Worst Setup EP: immediate[11]
- Seq share, synth: 0%
- Avg Cell Area, Syn: 7.07 sq um
- Fin crit period: 4.70 ns
- Cell total after placement: 314
- Unrepaired setup endpoints after global routing: no
- Sequential cell count: 0
- Wirelength, routed: 5460 um
- Worst-Margin Slew: 0.599 ns
- Total number of vias: 1,433
- Post-CTS Setup Inserts: 0
- Row Count: 26
- Hold-fix buffers at CTS: 0
- CLK BUF: 0
- Detailed Route Iter0 Violations: 154
- GRT Resource Usage Total: 12.0%
- Mapped Cells: 163
- Met1 Use GR: 14.1%
- Vias in the first global route: 1,609
- Slew margin rel.: 60.0%
- Post-route insts no fill: 314
- Die ar.: 8650 sq um
- CP max stage cell: clkdlybuf4s50_1
- M3 GR Usage: 6.95%
- Remaining DRCs: 0
- Slowest cell delay on critical path: 0.59 ns
- Grt ovf: 0
- Core Area: 5140 sq um
- Worst-path cell chain: clkdlybuf4s50_1 -> nand4bb_1 -> nor3_1 -> and2_1 -> clkdlybuf4s50_1
- Initial DRT Pass Iterations: 5
- Drt via density: 4.56
- Post-CTS Resized: 0
cell usage after synthesis (all sizes together):
master,number,share of area (%)
a2111oi,1,2.4
a211oi,2,2.4
a21o,9,5.9
a21oi,4,1.7
a221oi,2,1.5
a222oi,1,0.87
a22o,4,3.0
a31oi,2,1.1
a41oi,1,0.76
and2,29,16
and3b,1,0.76
buf,45,29
clkbuf,1,0.33
inv,3,0.98
mux2i,1,0.87
nand2,6,2.0
nand2b,2,1.1
nand3,1,0.43
nand3b,1,0.65
nand4,3,1.6
nand4bb,1,0.98
nor2,10,3.5
nor2b,9,6.2
nor3,2,1.3
nor3b,1,0.65
nor4,9,6.0
nor4bb,1,0.87
o21a,1,0.65
o21ai,3,1.3
o22a,1,0.76
o31ai,3,2.0
o41ai,1,1.4
or2,1,0.54
or4,1,0.98
per-layer routing:
metal / vias up / share of wire [%]
met4: 0 / 0
met3: 0 / 15
li1: 703 / -
met1: 638 / 40
met5: - / 0
met2: 92 / 44
through the flow:
| stage | instance area, sq um | setup slack (ns) | util, % |
|---|---|---|---|
| after detailed placement | 2160 | 0.591 | 42.1 |
| after floorplan | 1150 | 1.90 | - |
| after global routing | 2160 | 0.332 | 42.1 |
| final | 2160 | 0.596 | 42.1 |
| after global placement | 2160 | 0.631 | 42.1 |
| after CTS | 2160 | 0.580 | 42.1 |
logic make-up after synthesis:
kind of cell	Yosys count	share of synthesized area [%]
buffers and inverters	49	30.2
AND-OR/OR-AND	35	25.7
multiplexers	1	0.869
AND/OR/NAND/NOR	78	43.2
worst max-delay path: cells and delay by family:
family	cells	cell delay (ns)
AND/OR/NAND/NOR	3	1.39
buffers and inverters	2	1.18
layout make-up:
| class | instances | area (sq um) |
|---|---|---|
| Tap cell | 70 | 87.6 |
| Inverter | 3 | 11.3 |
| Fill cell | 568 | 2980 |
| Multi-Input combinational cell | 114 | 805 |
| Timing Repair Buffer | 127 | 1260 |
how the worst min path moves through the flow:
stage / start / end / slack (ns)
6_report: instruction[26] / immediate[6] / 3.10
5_1_grt: instruction[0] / op[0] / 3.15
4_1_cts: instruction[26] / immediate[6] / 3.11
where the power goes:
| group | total, W | leakage [nW] | switching (W) | internal [W] |
|---|---|---|---|---|
| clock network | 0 | 0 | 0 | 0 |
| logic | 0.0000767 | 0.798 | 0.0000327 | 0.0000440 |
| registers | 0 | 0 | 0 | 0 |
| total | 0.0000767 | 0.798 | 0.0000327 | 0.0000440 |
Power and IR drop assume default switching activity.
