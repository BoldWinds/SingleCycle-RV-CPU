==> flow/design.v <==
`timescale 1ns / 1ps
module alu (
    input      [31:0] A,
    input      [31:0] B,
    input      [ 6:0] opcode,
    output reg [31:0] result,
    output SF,
    output ZF
);
    always @(*) begin
        case (opcode)
            7'd0: result = A + B;
            7'd1: result = A - B;
            7'd2: result = A & B;
            7'd3: result = A | B;
            7'd4: result = A ^ B;
            7'd5: result = A << B;
            7'd6: result = A >> B;
            default: result = 32'd0;
        endcase
    end
    reg [127:0] opcode_ascii;
    always @(*) begin
        case (opcode)
            7'd0: opcode_ascii = "+";
            7'd1: opcode_ascii = "-";
            7'd2: opcode_ascii = "&";
            7'd3: opcode_ascii = "|";
            7'd4: opcode_ascii = "^";
            7'd5: opcode_ascii = "<<";
            7'd6: opcode_ascii = ">>";
            default: opcode_ascii = "error";
        endcase
    end
    assign SF = result[31];
    assign ZF = result==32'd0;
endmodule
==> flow/run.sh <==
#!/bin/bash
# OpenROAD 26Q1-2900-gdf79404cd8, Yosys 0.63+post, stock flow scripts
make -C /OpenROAD-flow-scripts/flow DESIGN_CONFIG=/design/flow/config.mk WORK_HOME=/design/flow/orfs finish
==> flow/config.mk <==
export PLATFORM = sky130hd
export DESIGN_NAME = alu
export DESIGN_NICKNAME = alu
export VERILOG_FILES = /design/flow/design.v
export SDC_FILE = /design/flow/constraint.sdc
export NUM_CORES = 4
export LEC_CHECK = 1
export CORE_UTILIZATION = 50
==> flow/constraint.sdc <==
current_design alu

set clk_period 31.4
set clk_io_pct 0.2

create_clock -name clk0 -period $clk_period

set non_clock_inputs [all_inputs -no_clocks]
set_input_delay [expr $clk_period * $clk_io_pct] -clock clk0 $non_clock_inputs
set_output_delay [expr $clk_period * $clk_io_pct] -clock clk0 [all_outputs]
==> notes.md <==
fresh numbers from the pnr run: status=complete, no violations, Synth Area in Adders=0.1479, crit path launch type=primary input, Synth top cells by count=nand2_1 (104), ha_1 (96), inv_1 (69), o21ai_0 (69), nor2_1 (67), CTS Hold Buffers Added=0, yosys synthesis warning count=1, first-pass GRT wire length=54.13 mm, Synth area leader=ha_1, final WL=36.38 mm, Synth Instances=~1100, most frequent cell after synthesis=nand2_1, crit end category=output pin, Synth Seq Share=0, Simple Share, Synth=0.2021, Resized Gates After CTS=0, initial antenna violation count=1, aoi share=0.2895, Die Ht=130.5 um, hpwl dp=28.55 mm, Seq pwr share=0, vias post-DR=between 9000 and 10000, Yosys chip area=between 8000 and 9000 um2, sw frac=0.5994, Leak Pwr=around 0.0038 uW, worst-margin pin slew=around 0.9 ns, class of the worst hold path=primary input to output pin, Place WS=between 10 and 15 ns, ys cells=1107, WL/cell=between 20 and 30 um, Clock Power Share=0, Synth-to-Final Area Change=13.56%, Largest logic family=AND-OR/OR-AND gates, critical path required time=between 20 and 30 ns, Starting Density=0.5161, DR pass1 iterations=5, PortBufs=~110, Post-CTS Setup Bufs=0, number of remaining DRC errors=0, Unique cell types=roughly 76, vias per inst=7.125, Placer Congestion=between 1 and 1.5, core area=between 15000 and 20000 um2, Final Hold Violation Tally=0, filler cell count=between 1500 and 2000, NetSw=87.35 uW, 1st-iter DRT viols=around 1300, Critical Path Fanout Max=22, Setup Crit Path Kind=primary input to output pin, Post-synth mux share=0.2338, VDD IR max=0.00001491 V, Critical path origin=opcode[3], largest net degree at the start of global routing=between 50 and 60, Die Width=between 100 and 150 um, CLK BUF=0, cell area after synthesis=approximately 8300 um2, DIE AREA=~17000 um2, final worst slack=between 10 and 15 ns, Ports=105, TNS Setup=0 ns, Tcrit/Tclk final=0.6222, Syn Area/Cell=7.460 um2, flop count=0, share of cells above drive strength 1=0.08918, clock period minus worst slack=19.54 ns, antenna cells=0, RSZ-0062 raised after global routing=no, crit path DAT=around 13 ns, GRT Util Overall=0.4354, Overflow after GRT=0, register area=0 um2, row cnt=46, XOR Share, Synth=0.04667, Achievable Freq=around 50 MHz, MaxCap Viol Count=0, PwrDens=roughly 16 nW/um2, final slew viol count=0, Top-area cell share=0.1455, CP endpoint=ZF, setup violators final=0, Slew HR=0.3866, Final ANT Viol Nets=0, Int Power=roughly 60 uW, top cells, area=ha_1 (15%), mux4_2 (13%), mux2i_1 (7.5%), vias in the first global route=between 8000 and 9000, Log Warnings=about 66, Combinational Power Share=1.000
[critical path: stages]
cell	delay (ns)
clkdlybuf4s50_1	0.43
or4_1	0.76
nor3_2	0.18
buf_4	0.35
nand2_1	0.45
o21ai_0	0.41
fa_1	0.27
nor2b_1	0.07
o31a_1	0.29
or3_1	0.35
a32oi_1	0.35
o211ai_2	0.15
or4_1	0.52
or4_1	0.49
or4_1	0.61
or4_1	0.53
nor4b_2	0.23
clkdlybuf4s50_1	0.50
[cell type report]
class | instances | area (um2) | share of cell area
timing repair buffer | 129 | 1219 | 0.1300
tap | 216 | 270.3 | 0.02882
inverter | 73 | 274.0 | 0.02922
multi-input combinational | 953 | 7615 | 0.8120
[power by group through the flow]
stage / sequential [uW] / combinational [uW] / clock, uW
6_report: 0 / 146 / 0
5_1_grt: 0 / 156 / 0
4_1_cts: 0 / 141 / 0
[cell usage in the layout (no fill, tap or decap), drive strengths merged, types with 6 or more instances in the layout]
cell type	synthesis	final
a2111oi	7	7
a211o	6	6
a211oi	17	17
a21o	6	6
a21oi	56	56
a221oi	8	8
a22oi	29	29
a31oi	19	19
and2	8	8
and3	12	12
and4	6	6
buf	28	27
clkdlybuf4s50	0	102
ha	96	96
inv	70	70
mux2	17	17
mux2i	62	62
mux4	49	49
nand2	104	104
nand3	30	30
nand4	13	13
nor2	67	67
nor2b	13	13
nor3	26	26
nor4	8	8
o211ai	23	23
o21a	14	14
o21ai	70	70
o221ai	11	11
o22ai	21	21
o31ai	8	8
or3	15	15
or4	13	13
xnor2	39	39
[per-layer routing]
layer  global-route usage  up-vias  routed length [um]
met5                    0        -                  13
met4               0.1251        2                1299
met3               0.1405       93                4968
met2               0.6321      655               15100
met1               0.6194     4642               15000
li1                     -     4376                   -
[through the flow]
| step | cells | power, uW | util | hold slack (ns) | instance area (um2) |
|---|---|---|---|---|---|
| after floorplan | 1107 | 90.59 | - | 12.73 | 8258 |
| after global placement | 1371 | 140.3 | 0.5861 | 13.89 | 9378 |
| after detailed placement | 1371 | 140.2 | 0.5861 | 13.88 | 9378 |
| after CTS | 1371 | 140.9 | 0.5861 | 13.88 | 9378 |
| after global routing | 1371 | 155.9 | 0.5861 | 13.94 | 9378 |
| final | 1371 | 145.7 | 0.5861 | 13.90 | 9378 |
[logic make-up (layout without fill, tap and decap cells)]
group	after synthesis	in the layout
AND-OR/OR-AND	348	348
XOR/XNOR	44	44
adder cells (fa/ha/maj)	97	97
buffers and inverters	154	202
multiplexers	128	128
AND/OR/NAND/NOR	336	336
[how the worst min path moves through the flow]
stage                 from         to  slack, ns  cells after the start
after CTS             B[0]  result[0]      13.88                      6
after global routing  B[2]  result[5]      13.94                      5
final                 B[0]  result[0]      13.90                      6
No activity file was given, so power comes from the tool's default toggle rates.
